File: /design/flow/design.v
module FIFO1 (
    input clk,
    input reset_n,
    input data_in,
    input enable_in,
    output ready_out,
    output data_out,
    output enable_out,
    input ready_in
);
    reg buffer;
    reg full;
    assign ready_out = !full;
    assign data_out = buffer;
    assign enable_out = full;
    always @(posedge clk or negedge reset_n) begin
        if (!reset_n) begin
            buffer <= 0;
            full <= 0;
        end
        else if (enable_in && ready_out) begin
            buffer <= data_in;
            full <= 1;
        end
        else if (enable_out && ready_in) begin
            full <= 0;
        end
    end
endmodule
module delayed_dut (
    input clk,
    input reset_n,
    input A_data,
    input A_enable,
    output A_ready,
    input B_data,
    input B_enable,
    output B_ready,
    output reg Y_data,
    output reg Y_enable,
    input Y_ready
);
    reg A_valid, B_valid;
    assign A_ready = !A_valid;
    assign B_ready = !B_valid;
    always @(posedge clk or negedge reset_n) begin
        if (!reset_n) begin
            A_valid <= 0;
            B_valid <= 0;
            Y_enable <= 0;
        end
        else begin
            if (A_enable && A_ready) A_valid <= 1;
            if (B_enable && B_ready) B_valid <= 1;
            if (A_valid && B_valid) begin
                Y_data <= A_data ^ B_data;   
                Y_enable <= 1;
                A_valid <= 0;
                B_valid <= 0;
            end
            if (Y_enable && Y_ready) begin
                Y_enable <= 0;
            end
        end
    end
endmodule
module dut (
    input clk,
    input reset_n,
    input A_data,
    input A_enable,
    output A_ready,
    input B_data,
    input B_enable,
    output B_ready,
    output Y_data,
    output Y_enable,
    input Y_ready
);
    FIFO1 fifo_A (
        .clk(clk),
        .reset_n(reset_n),
        .data_in(A_data),
        .enable_in(A_enable),
        .ready_out(A_ready),
        .data_out(A_fifo_out),
        .enable_out(A_fifo_enable),
        .ready_in(A_fifo_ready)
    );
    FIFO1 fifo_B (
        .clk(clk),
        .reset_n(reset_n),
        .data_in(B_data),
        .enable_in(B_enable),
        .ready_out(B_ready),
        .data_out(B_fifo_out),
        .enable_out(B_fifo_enable),
        .ready_in(B_fifo_ready)
    );
    delayed_dut xor_logic (
        .clk(clk),
        .reset_n(reset_n),
        .A_data(A_fifo_out),
        .A_enable(A_fifo_enable),
        .A_ready(A_fifo_ready),
        .B_data(B_fifo_out),
        .B_enable(B_fifo_enable),
        .B_ready(B_fifo_ready),
        .Y_data(Y_data),
        .Y_enable(Y_enable),
        .Y_ready(Y_ready)
    );
endmodule
File: /design/flow/run.sh
#!/bin/bash
# OpenROAD 26Q1-2900-gdf79404cd8, Yosys 0.63+post, stock flow scripts
make -C /OpenROAD-flow-scripts/flow DESIGN_CONFIG=/design/flow/config.mk WORK_HOME=/design/flow/orfs finish
File: /design/flow/config.mk
export PLATFORM = sky130hd
export DESIGN_NAME = dut
export DESIGN_NICKNAME = dut
export VERILOG_FILES = /design/flow/design.v
export SDC_FILE = /design/flow/constraint.sdc
export NUM_CORES = 4
export LEC_CHECK = 1
export CORE_AREA = 10 10 70 70
export DIE_AREA = 0 0 80 80
File: /design/flow/constraint.sdc
current_design dut

set clk_period 1.2
set clk_io_pct 0.2

create_clock -name clk0 -period $clk_period [get_ports {clk}]

set non_clock_inputs [all_inputs -no_clocks]
set_input_delay [expr $clk_period * $clk_io_pct] -clock clk0 $non_clock_inputs
set_output_delay [expr $clk_period * $clk_io_pct] -clock clk0 [all_outputs]
==> out/qor.csv <==
stage;metric;value;unit
synth;synth-area-yosys;323;um2
floorplan;rows;21;
synth;most_used_standard_cells_in_the_synthesized_netlist;dfrtp_1 (7), inv_1 (2), mux2_4 (2), mux2i_1 (2), nor2b_2 (2);
floorplan;core_region_area;3420;um2
clock_tree;clkTransAtPathRegs;0.06;ns
global_routing;antenna_violations_before_repair;0;
floorplan;chipHeight;80;um
power_and_ir_drop;ir_worst_vdd;0.000344;V
synth;netlist.top_cell.by_area;dfrtp_1;
final_layout;fin_area;524;um2
setup_path;crit_path_max_delay_family;flip-flops;
final_layout;ff_latch_area;205;um2
setup_path;ff2ff_path_depth;3;
route;firstDrtPassIters;1;
setup_path;crit_path_start_kind;flip-flop;
final_timing;timing_max_transition_violations_final;0;
synth;aoi_share;0.0736;
final_layout;drive_gt1_frac;0.308;
synth;async_flop_share;0.875;
synth;synth-seq-area-share;0.636;
route;wl_met1;280;um
setup_path;ff_to_ff_end;fifo_A.buffer;
synth;synth_area_per_cell;14.7;um2
route;met2RoutedLength;381;um
route;avgViaCountPerCell;2.88;
route;routed_wire_length_per_instance;8.55;um
global_routing;grt_first_pass_wirelength;1150;um
route;dr.first_iter.drc_count;0;
setup_path;cp_data_arrival_time;0.91;ns
route;detailroute.via_count;245;
placement;placed_area;503;um2
setup_path;endpoint_class_of_the_critical_path;output pin;
final_layout;post_layout_nonfiller_instances;85;
clock_tree;cts_root_buffer;clkbuf_4;
clock_tree;clock_tree_from_tritoncts;yes;
route;postRouteAntennaNets;0;
final_layout;final_util;0.153;
synth;synthCells;22;
final_timing;final.setup_skew;0.00985;ns
route;met3RoutedLength;31;um
synth;number_of_warnings_printed_during_yosys_synthesis;8;
synth;synthXorXnorAreaFrac;0.0271;
floorplan;die_w;80;um
power_and_ir_drop;power_per_cell_area;2140;nW/um2
final_timing;worst_slack;0.0501;ns
synth;yosys.cell_count.top_type;dfrtp_1;
power_and_ir_drop;leakagePower;0.235;nW
job;timing.max_cap.violations;0;
clock_tree;worstSkewPairLatency;0.25;ns
floorplan;io-pin-count;11;
global_routing;first_global_vias;257;
setup_path;cp.buffers_inverters;2;
placement;buffer_ports.inserted;10;
synth;synthTopCellsByArea;dfrtp_1 (54%), edfxtp_1 (9.3%), mux2_4 (9.3%), mux2i_1 (6.2%), nor2b_2 (5.4%);
global_routing;gr-usage-all-layers;0.0222;
setup_path;timing.critical_path.slowest_stage_cell;dfrtp_1;
placement;hpwl;587;um
global_routing;largest_net_degree_at_the_start_of_global_routing;8;
clock_tree;clock_tree.htree_level_count;1;
route;postRouteWirelength;727;um
final_timing;finalCriticalPeriod;1.15;ns
setup_path;worst_path_largest_cell_delay;0.39;ns
setup_path;worstPathRequired;0.96;ns
synth;commonest_flop;dfrtp_1;
floorplan;floorplan.core_util;0.0945;
synth;synth_flop_count;8;
final_timing;slew-limit-headroom;0.900;
setup_path;crit_path_start;fifo_A.full;
final_timing;hold_violations;0;
final_timing;worst_pin_slew;0.151;ns
final_timing;setup_viol_count_final;0;
clock_tree;cts.sink_count;8;
clock_tree;cts-root-to-sink-buffers;2;
synth;yosysUniqueCellTypes;12;
setup_path;crit_chain;inv_2, dlygate4sd2_1;
placement;global_placer_s_final_weighted_congestion;0.667;
final_layout;synthToLayoutAreaGrowth;62.4;%
setup_path;criticalPathCategory;flip-flop to output pin;
setup_path;worst_reg2reg_startpoint;fifo_A.full;
synth;edf_count;1;
final_layout;mi_logic_area;110;um2
synth;synth_simple_gate_area_share;0.0853;
job;log.warning_count;25;
synth;synthTopLogicFamily;multiplexers;
synth;synth.area.mux_share;0.155;
setup_path;reg2reg_setup_slack;0.10;ns
synth;synth.top_cell.area_share;0.543;
synth;yosys_cells;22;
clock_tree;cts-hold-fix-buffers;0;
final_timing;rsz0062_at_grt;no;
final_layout;nFillCells;380;
route;drc;0;
floorplan;chipArea;6400;um2
placement;number_of_cells_in_the_design_after_placement;81;
final_timing;fin_crit_sh;0.958;
run_status;status;finished, final reports clean;
route;topRoutingLayerUsed;met4;
route;num_antenna_cells;0;
placement;place_worst_setup_slack;-0.105;ns
synth;fa_ha_area_frac;0;
global_routing;aggregate_global_routing_overflow;0;
setup_path;timing.critical_path.fanout_max;2;
min_path;holdCritPathClass;input pin to asynchronous set/reset pin;
final_timing;tns;0;ns
final_timing;maxClockFrequency;870;MHz
clock_tree;tritoncts.num_buffers;3;
synth;mappedNetlistArea;323;um2
[sequential cells by signal, summed over array words and instances (netlist names)]
signal,cells
fifo_A.buffer,1
fifo_A.full,1
fifo_B.buffer,1
fifo_B.full,1
xor_logic.A_valid,1
xor_logic.B_valid,1
xor_logic.Y_data,1
xor_logic.Y_enable,1
[power breakdown]
group / internal (W) / total [W] / switching, W
registers: 0.000417 / 0.000519 / 0.000101
logic: 0.000267 / 0.000392 / 0.000125
clock network: 0.000127 / 0.000212 / 0.0000851
total: 0.000811 / 0.00112 / 0.000311
[per-stage QoR]
stage | total power [W] | hold WS (ns)
after floorplan | 0.000708 | -0.0556
after global placement | 0.000949 | 0.467
after detailed placement | 0.000960 | 0.470
after CTS | 0.00115 | 0.281
after global routing | 0.00121 | 0.292
final | 0.00112 | 0.287
[cell type report]
cell class,instances,share of cell area
Sequential cell,8,0.391
Tap cell,46,0.110
Multi-Input combinational cell,12,0.210
Clock buffer,4,0.0501
Inverter,2,0.0143
Timing Repair Buffer,13,0.224
[cell families (layout without fill, tap and decap cells)]
group,after synthesis,in the layout
simple gates,4,4
xor+xnor,1,1
flops,8,8
buf+inv,2,19
compound gates,3,3
mux,4,4
[how the worst max path moves through the flow]
stage             end  slack [ns]  cells after the start
finish        A_ready        0.05                      2
global route  A_ready       0.006                      2
CTS           A_ready       0.008                      2
[worst register-to-register path, stage by stage (launching register included)]
cell	delay, ns
dfrtp_1	0.39
buf_4	0.14
nor2b_2	0.15
mux2_4	0.31
[layout by cell type, fill, tap and decap left out]
cell,count
clkbuf_4,3
a21o_2,1
and3_1,1
o21a_1,1
clkdlybuf4s50_1,6
a21o_1,1
dfrtp_1,7
clkbuf_1,1
nor2b_2,2
mux2i_1,2
edfxtp_1,1
xor2_1,1
mux2_4,2
nand2_1,1
buf_4,3
inv_2,1
inv_1,1
dlygate4sd2_1,4
[timing repair]
action / in CTS / in global routing
buffers inserted: 0 / 0
setup endpoints to repair: 4 / 1
gates resized: 4 / 1
cloned: 0 / 0
[metal layers]
layer  vias to the layer above  global-route usage
li1                        111                   -
met1                       127              0.0231
met2                         5              0.0369
met3                         2             0.00795
met4                         0              0.0141
met5                         -                   0
Power figures rest on the tool's default switching activity, not on a simulated workload.
